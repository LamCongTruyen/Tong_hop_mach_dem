==> flow/design.v <==
module bcd_counter_up(
    input  CLK,
    input reset,
    input pause,
    output [3:0] LED
    );
wire w;  
CLK_DIV_1HZ  U1 (CLK, w); 
up_counter	U2 (w, reset, pause,LED);
endmodule
module CLK_DIV_1HZ(clk_ht,clk_1hz );
    input clk_ht;
    output clk_1hz;
reg clk_1hz = 0;
reg [16:0] counter = 0;  
always @ (posedge clk_ht)  
    begin
    counter <= counter + 1;
        if (counter == 16'd50000)          
            begin    
                    counter <= 0;
                    clk_1hz <= ~clk_1hz;    
            end
        else
            clk_1hz <= clk_1hz;
    end
endmodule
module up_counter(
    input CLK,
    input reset,
    input pause,
    output [3:0] counter_bcd
    );
	 reg [3:0] counter_tam = 0; 
always @(posedge CLK) begin
        if (reset) 
            counter_tam <= 4'b0000;   
        else if (!pause) begin
            if (counter_tam == 4'b1001)   
                counter_tam <= 4'b0000;   
            else
                counter_tam <= counter_tam + 1;  
        end
    end
	assign counter_bcd = ~counter_tam; 
endmodule
==> flow/run.sh <==
#!/bin/bash
# OpenROAD 26Q1-2900-gdf79404cd8, Yosys 0.63+post, stock flow scripts
make -C /OpenROAD-flow-scripts/flow DESIGN_CONFIG=/design/flow/config.mk WORK_HOME=/design/flow/orfs finish
==> flow/config.mk <==
export PLATFORM = sky130hd
export DESIGN_NAME = bcd_counter_up
export DESIGN_NICKNAME = bcd_counter_up
export VERILOG_FILES = /design/flow/design.v
export SDC_FILE = /design/flow/constraint.sdc
export NUM_CORES = 4
export LEC_CHECK = 1
export CORE_AREA = 10 10 100 100
export DIE_AREA = 0 0 110 110
==> flow/constraint.sdc <==
current_design bcd_counter_up

set clk_period 4.3
set clk_io_pct 0.2

create_clock -name clk0 -period $clk_period [get_ports {CLK}]

set non_clock_inputs [all_inputs -no_clocks]
set_input_delay [expr $clk_period * $clk_io_pct] -clock clk0 $non_clock_inputs
set_output_delay [expr $clk_period * $clk_io_pct] -clock clk0 [all_outputs]
==> results.md <==
| Result | This run | Unit |
|---|---|---|
| MUX share of area | 0.01044 | - |
| Critical path data arrival time | 1.44 | ns |
| Antenna Cells | 0 | - |
| Std-Cell Rows | 32 | - |
| Number of buffers on the longest clock path | 2 | - |
| Average footprint of a synthesized cell | 9.584 | µm² |
| Leading post-synthesis cells by cell area | sky130_fd_sc_hd__dfxtp_1 (44%), sky130_fd_sc_hd__xnor2_1 (8.2%), sky130_fd_sc_hd__xor2_1 (5.5%) | - |
| Final setup fails | 0 | - |
| Pwr Density | 243.2 | mW/mm² |
| Register pins left without a clock | 4 | - |
| Peak supply drop | 157.4 | µV |
| Insertion delay of the later-clocked pin in the worst-skew pair | 0.25 | ns |
| DR vias | 654 | - |
| Number of warning messages in the logs | 26 | - |
| I/O pin cnt | 7 | - |
| Fraction of layout instances using a drive strength above 1 | 0.07339 | - |
| Status | completed | - |
| H-Tree Level Count | 1 | - |
| Worst endpoint required time | 4.21 | ns |
| Biggest area consumer among synthesized cells | sky130_fd_sc_hd__dfxtp_1 | - |
| Seq share, synth | 0.4700 | - |
| Post-detailed-placement half-perimeter wirelength | 1140 | µm |
| 1st-iter DRT viols | 37 | - |
| Number of max-capacitance violations reported | 0 | - |
| Via count of the first global-routing pass | 607 | - |
| Class of the most critical hold timing path | flip-flop to flip-flop | - |
| TritonCTS Buffers | 3 | - |
| Unrepaired setup endpoints after global routing | no | - |
| Top-area cell type share of the netlist area | 0.4386 | - |
| Antenna violations before repair | 0 | - |
| Post-cts hold buffer count | 0 | - |
| Number of port buffers | 6 | - |
| Core Region | 0.007807 | mm² |
| PostCTS Resize Cnt | 0 | - |
| Hold-critical path depth | 1 | - |
| Main logic family | simple AND/OR/NAND/NOR gates | - |
| Horizontal die dimension | 110 | µm |
| GRT Residual Overflow | 0 | - |
| AND-OR/OR-AND share of the synthesized area | 0.03133 | - |
| Unique cell types | 26 | - |
| Number of buffers inserted to repair setup after CTS | 0 | - |
| Worst Setup End Kind | flip-flop | - |
| WS Path Type | flip-flop to flip-flop | - |
| Clock tree from TritonCTS | yes | - |
| Clock period minus worst slack | 1.531 | ns |
| Routed length per placed instance | 7.270 | µm |
| Area growth from synthesis to final layout | 23.76 | % |
| Highest-count cells in the layout ignoring fill and taps | sky130_fd_sc_hd__dfxtp_1 (21), sky130_fd_sc_hd__nor2_1 (12), sky130_fd_sc_hd__inv_1 (9), sky130_fd_sc_hd__xnor2_1 (9) | - |
| Element type at the critical path start | flip-flop | - |
| Yosys stat area | 958.4 | µm² |
| Iteration tally of the first detailed-router pass | 4 | - |
| Fmax | 653.3 | MHz |
| Worst R2R Path Depth | 4 | - |
| Final TNS setup | 0 | ns |
| Antenna viol nets, final | 0 | - |
| Gate count of the mapped netlist | 100 | - |
| Synthesis-stage register bit count | 22 | - |
| Relative slew slack | 0.7517 | - |
| Number of unconstrained endpoints | 8 | - |
| Clock Pin Slew Worst Setup and Hold Paths | 0.06 | ns |
| Largest fanout on the critical path | 10 | - |
| Pin count of the biggest net entering global routing | 11 | - |
| Total routing resource utilization after global routing | 0.02685 | - |
| Yosys Instances | 100 | - |
| Final-report max-slew violation count | 0 | - |
| Root buffer selected by CTS | sky130_fd_sc_hd__clkbuf_8 | - |
| P_leak | 0.0003974 | µW |
| Total DRC errors in the routed layout | 0 | - |
| Yosys simple share | 0.2846 | - |
| XOR/XNOR Fraction of Synth Area | 0.1371 | - |
| Total die size | 0.01210 | mm² |
| Fp util | 0.1228 | - |
| Post-Synthesis Cell Area | 958.4 | µm² |
| Placer congestion estimate | 0.8352 | - |
| Cycle use final | 0.3560 | - |
| Fillers | 884 | - |
| Routed Wire Length | 1534 | µm |
| Design Power | 288.4 | µW |
| Final Hold Violation Tally | 0 | - |
| Wire length of the first global-routing pass | 2711 | µm |
| Slew at the pin closest to its max-slew limit | 0.3725 | ns |
| Via/cell ratio | 3.100 | - |
| Top cell excl fill/tap | sky130_fd_sc_hd__dfxtp_1 | - |
| Clk_skew | 0.0007998 | ns |
| Die height | 110 | µm |
| Post-synthesis share of cell area spent on full adders, half adders and majority gates | 0.02611 | - |
| Synthesis warning total | 2 | - |
registers in the layout, indices dropped and copies added (netlist names):
name and flops:
U1.clk_1hz 1, U1.counter 17, U2.counter_tam 4
metrics by stage:
step	std cells	hold WS (ns)	cell area [µm²]	utilization	worst slack [ns]
final	211	0.4651	1186	0.1519	2.769
after CTS	211	0.4707	1186	0.1519	2.751
after detailed placement	207	0.4542	1141	0.1462	2.748
after floorplan	100	0.4275	958.4	-	2.975
after global placement	207	0.4480	1141	0.1462	2.797
after global routing	211	0.4804	1186	0.1519	2.635
cells by family after synthesis:
family          count (synthesis)
mux                             1
buf+inv                        10
flops                          22
fa+ha+maj                       2
xor+xnor                       15
compound gates                  6
simple gates                   44
cell usage after synthesis (all sizes together):
cell / instances
a21oi: 3
and3: 3
and4: 2
buf: 1
dfxtp: 21
edfxtp: 1
ha: 2
inv: 9
mux2i: 1
nand2: 3
nand2b: 2
nand3: 7
nand4: 2
nor2: 12
nor2b: 2
nor3: 2
nor4: 4
nor4b: 3
o21ai: 3
or2: 1
or3: 1
xnor2: 9
xor2: 6
worst paths after layout:
path / from / to / slack, ns
max: U1.counter[0] / U1.clk_1hz / 2.77
min: U1.counter[0] / U1.counter[0] / 0.47
max reg2reg: U1.counter[0] / U1.clk_1hz / 2.77
min reg2reg: U1.counter[0] / U1.counter[0] / 0.47
where the power goes:
part	total, µW	internal, µW	switching [µW]
Clock	117	65.6	51.3
Combinational	3.42	2.15	1.27
Sequential	168	168	0
Total	288	236	52.6
final cells by class:
| cell class | count | area [µm²] | area share |
|---|---|---|---|
| Clock buffer | 4 | 45.04 | 0.03797 |
| Inverter | 9 | 33.78 | 0.02848 |
| Multi-Input combinational cell | 68 | 469.2 | 0.3956 |
| Sequential cell | 22 | 450.4 | 0.3797 |
| Tap cell | 102 | 127.6 | 0.1076 |
| Timing Repair Buffer | 6 | 60.06 | 0.05063 |
critical path, cell delays in order (launching register included):
cell and delay, ns:
sky130_fd_sc_hd__dfxtp_1 0.34, sky130_fd_sc_hd__inv_1 0.06, sky130_fd_sc_hd__ha_1 0.13, sky130_fd_sc_hd__nor4b_1 0.20
sky130_fd_sc_hd__and4_1 0.46
per-layer routing:
layer  routed length, µm  vias up  part of all wire  track usage
met5                   0        -                 0            0
met4                   0        0                 0     0.002788
met3                 153        0              0.10      0.01175
met2                 583       16              0.38      0.03726
met1                 797      280              0.52      0.03888
li1                    -      358                 -            -
Power and IR drop assume default switching activity.
